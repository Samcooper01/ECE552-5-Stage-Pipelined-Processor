$ cat /design/flow/config.mk
export PLATFORM = sky130hd
export DESIGN_NAME = forward_controller
export DESIGN_NICKNAME = forward_controller
export VERILOG_FILES = /design/flow/design.v
export SDC_FILE = /design/flow/constraint.sdc
export NUM_CORES = 4
export LEC_CHECK = 1
export CORE_AREA = 10 10 85 85
export DIE_AREA = 0 0 95 95
$ cat /design/flow/constraint.sdc
current_design forward_controller

set clk_period 3.2
set clk_io_pct 0.2

create_clock -name clk0 -period $clk_period

set non_clock_inputs [all_inputs -no_clocks]
set_input_delay [expr $clk_period * $clk_io_pct] -clock clk0 $non_clock_inputs
set_output_delay [expr $clk_period * $clk_io_pct] -clock clk0 [all_outputs]
$ cat /design/flow/design.v
module forward_controller (
   clk, rst, 
   instruction_execute, reg_src_EM, reg_src_WB, instruction_memory, instruction_wb, instruction_wb_sb, rf_write_reg_wb_sb,
   hazard_A, hazard_B, mem_en_forward, mem_data_forward
   );
input wire clk;
input wire rst;
input wire [15:0] instruction_execute, instruction_memory, instruction_wb, instruction_wb_sb;
input wire [2:0] reg_src_EM, rf_write_reg_wb_sb;
input wire [2:0] reg_src_WB;
output wire [2:0]   hazard_A;
output wire [2:0]   hazard_B;
output wire [3:0]   mem_data_forward;
output wire         mem_en_forward;
wire [3:0] execute_rs, execute_rt, execute_rd;
wire [4:0] opcode, opcode_memory, opcode_wb, opcode_sb;
wire [3:0] inst_ex_bits_eight_to_ten;
wire [3:0] inst_ex_bits_five_to_seven;
wire hazard_on_rs_EM, hazard_on_rs_WB, hazard_on_rt_EM, hazard_on_rt_WB, hazard_on_rd_sb, hazard_on_rd_wb, hazard_on_rd_EM;
wire instruct_dest_memory, instruct_dest_wb;  
wire hazardous_inst_memory, hazardous_inst_wb, hazardous_inst_sb;
parameter   ADDI =  5'b01000,
            SUBI =  5'b01001,
            XORI =  5'b01010,
            ANDNI = 5'b01011,
            ROLI =  5'b10100,
            SLLI =  5'b10101,
            RORI =  5'b10110,
            SRLI =  5'b10111,
            ST =    5'b10000,
            LD =    5'b10001,
            STU =   5'b10011,
            BTR =   5'b11001,
            ADD =   5'b11011,
            SUB =   5'b11011,
            XOR =   5'b11011,
            ANDN =  5'b11011,
            ROL =   5'b11010,
            SLL =   5'b11010,
            ROR =   5'b11010,
            SRL =   5'b11010,
            SEQ =   5'b11100,
            SLT =   5'b11101,
            SLE =   5'b11110,
            SCO =   5'b11111,
            BEQZ =  5'b01100,
            BNEZ =  5'b01101,
            BLTZ =  5'b01110,
            BGEZ =  5'b01111,
            LBI =   5'b11000,
            SLBI =  5'b10010,
            J =     5'b00100,
            JR =    5'b00101,
            JAL =   5'b00110,
            JALR =  5'b00111;
assign opcode = instruction_execute[15:11];
assign opcode_memory = instruction_memory[15:11];
assign opcode_wb = instruction_wb[15:11];
assign inst_ex_bits_eight_to_ten = {{1'b0}, instruction_execute[10:8]}; 
assign inst_ex_bits_five_to_seven = {{1'b0}, instruction_execute[7:5]};
assign opcode_sb = instruction_wb_sb[15:11];
assign execute_rs = (opcode == ADDI) ? inst_ex_bits_eight_to_ten :
                    (opcode == SUBI) ? inst_ex_bits_eight_to_ten :
                    (opcode == XORI) ? inst_ex_bits_eight_to_ten :
                    (opcode == ANDNI) ? inst_ex_bits_eight_to_ten :
                    (opcode == ROLI) ? inst_ex_bits_eight_to_ten :
                    (opcode == SLLI) ? inst_ex_bits_eight_to_ten :
                    (opcode == RORI) ? inst_ex_bits_eight_to_ten :
                    (opcode == SRLI) ? inst_ex_bits_eight_to_ten :
                    (opcode == ADD) ? inst_ex_bits_eight_to_ten :
                    (opcode == SUB) ? inst_ex_bits_eight_to_ten :
                    (opcode == XOR) ? inst_ex_bits_eight_to_ten :
                    (opcode == ANDN) ? inst_ex_bits_eight_to_ten :
                    (opcode == ROL) ? inst_ex_bits_eight_to_ten :
                    (opcode == SLL) ? inst_ex_bits_eight_to_ten :
                    (opcode == ROR) ? inst_ex_bits_eight_to_ten :
                    (opcode == SRL) ? inst_ex_bits_eight_to_ten :
                    (opcode == SEQ) ? inst_ex_bits_eight_to_ten :
                    (opcode == SLT) ? inst_ex_bits_eight_to_ten :
                    (opcode == SLE) ? inst_ex_bits_eight_to_ten :
                    (opcode == SCO) ? inst_ex_bits_eight_to_ten :
                    (opcode == LD) ? inst_ex_bits_eight_to_ten : 
                    (opcode == ST) ? inst_ex_bits_eight_to_ten : 
                    4'b1111;  
assign execute_rt = (opcode == ADD) ? inst_ex_bits_five_to_seven :
                    (opcode == SUB) ? inst_ex_bits_five_to_seven :
                    (opcode == XOR) ? inst_ex_bits_five_to_seven :
                    (opcode == ANDN) ? inst_ex_bits_five_to_seven :
                    (opcode == ROL) ? inst_ex_bits_five_to_seven :
                    (opcode == SLL) ? inst_ex_bits_five_to_seven :
                    (opcode == ROR) ? inst_ex_bits_five_to_seven :
                    (opcode == SRL) ? inst_ex_bits_five_to_seven :
                    (opcode == SEQ) ? inst_ex_bits_five_to_seven :
                    (opcode == SLT) ? inst_ex_bits_five_to_seven :
                    (opcode == SLE) ? inst_ex_bits_five_to_seven :
                    (opcode == SCO) ? inst_ex_bits_five_to_seven : 
                    4'b1111;  
assign execute_rd = (opcode == ST) ? inst_ex_bits_five_to_seven :
                    4'b1111;  
assign hazard_on_rs_EM =    (execute_rs == reg_src_EM) & (execute_rs != 4'b1111) ? 1'b1 : 
                            1'b0;  
assign hazard_on_rs_WB =    (execute_rs == reg_src_WB) & (execute_rs != 4'b1111) ? 1'b1 :
                            1'b0;
assign hazard_on_rt_EM =    (execute_rt == reg_src_EM) & (execute_rt != 4'b1111) ? 1'b1 :
                            1'b0;
assign hazard_on_rt_WB =    (execute_rt == reg_src_WB) & (execute_rt != 4'b1111) ? 1'b1 :
                            1'b0;
assign instruct_dest_memory =   (opcode_memory == ADDI) ? 1'b0 :
                                (opcode_memory == SUBI) ? 1'b0 : 
                                (opcode_memory == XORI) ? 1'b0 : 
                                (opcode_memory == ANDNI) ? 1'b0 : 
                                (opcode_memory == ROLI) ? 1'b0 : 
                                (opcode_memory == SLLI) ? 1'b0 : 
                                (opcode_memory == RORI) ? 1'b0 : 
                                (opcode_memory == SRLI) ? 1'b0 : 
                                (opcode_memory == ADD) ? 1'b0 : 
                                (opcode_memory == SUB) ? 1'b0 : 
                                (opcode_memory == XOR) ? 1'b0 : 
                                (opcode_memory == ANDN) ? 1'b0 : 
                                (opcode_memory == ROL) ? 1'b0 : 
                                (opcode_memory == SLL) ? 1'b0 : 
                                (opcode_memory == ROR) ? 1'b0 : 
                                (opcode_memory == SRL) ? 1'b0 : 
                                (opcode_memory == SEQ) ? 1'b0 : 
                                (opcode_memory == SLT) ? 1'b0 : 
                                (opcode_memory == SLE) ? 1'b0 : 
                                (opcode_memory == SCO) ? 1'b0 : 
                                (opcode_memory == LD) ? 1'b1 :
                                1'b1; 
assign instruct_dest_wb =       (opcode_wb == ADDI) ? 1'b0 :
                                (opcode_wb == SUBI) ? 1'b0 : 
                                (opcode_wb == XORI) ? 1'b0 : 
                                (opcode_wb == ANDNI) ? 1'b0 : 
                                (opcode_wb == ROLI) ? 1'b0 : 
                                (opcode_wb == SLLI) ? 1'b0 : 
                                (opcode_wb == RORI) ? 1'b0 : 
                                (opcode_wb == SRLI) ? 1'b0 : 
                                (opcode_wb == ADD) ? 1'b0 : 
                                (opcode_wb == SUB) ? 1'b0 : 
                                (opcode_wb == XOR) ? 1'b0 : 
                                (opcode_wb == ANDN) ? 1'b0 : 
                                (opcode_wb == ROL) ? 1'b0 : 
                                (opcode_wb == SLL) ? 1'b0 : 
                                (opcode_wb == ROR) ? 1'b0 : 
                                (opcode_wb == SRL) ? 1'b0 : 
                                (opcode_wb == SEQ) ? 1'b0 : 
                                (opcode_wb == SLT) ? 1'b0 : 
                                (opcode_wb == SLE) ? 1'b0 : 
                                (opcode_wb == SCO) ? 1'b0 : 
                                1'b1; 
assign hazardous_inst_memory =   (opcode_memory == ADDI) ? 1'b1 :
                                (opcode_memory == SUBI) ? 1'b1 : 
                                (opcode_memory == XORI) ? 1'b1 : 
                                (opcode_memory == ANDNI) ? 1'b1 : 
                                (opcode_memory == ROLI) ? 1'b1 : 
                                (opcode_memory == SLLI) ? 1'b1 : 
                                (opcode_memory == RORI) ? 1'b1 : 
                                (opcode_memory == SRLI) ? 1'b1 : 
                                (opcode_memory == ADD) ? 1'b1 : 
                                (opcode_memory == SUB) ? 1'b1 : 
                                (opcode_memory == XOR) ? 1'b1 : 
                                (opcode_memory == ANDN) ? 1'b1 : 
                                (opcode_memory == ROL) ? 1'b1 : 
                                (opcode_memory == SLL) ? 1'b1 : 
                                (opcode_memory == ROR) ? 1'b1 : 
                                (opcode_memory == SRL) ? 1'b1 : 
                                (opcode_memory == SEQ) ? 1'b1 : 
                                (opcode_memory == SLT) ? 1'b1 : 
                                (opcode_memory == SLE) ? 1'b1 : 
                                (opcode_memory == SCO) ? 1'b1 : 
                                (opcode_memory == LD) ? 1'b1 :
                                1'b0; 
assign hazardous_inst_wb =      (opcode_wb == ADDI) ? 1'b1 :
                                (opcode_wb == SUBI) ? 1'b1 : 
                                (opcode_wb == XORI) ? 1'b1 : 
                                (opcode_wb == ANDNI) ? 1'b1 : 
                                (opcode_wb == ROLI) ? 1'b1 : 
                                (opcode_wb == SLLI) ? 1'b1 : 
                                (opcode_wb == RORI) ? 1'b1 : 
                                (opcode_wb == SRLI) ? 1'b1 : 
                                (opcode_wb == ADD) ? 1'b1 : 
                                (opcode_wb == SUB) ? 1'b1 : 
                                (opcode_wb == XOR) ? 1'b1 : 
                                (opcode_wb == ANDN) ? 1'b1 : 
                                (opcode_wb == ROL) ? 1'b1 : 
                                (opcode_wb == SLL) ? 1'b1 : 
                                (opcode_wb == ROR) ? 1'b1 : 
                                (opcode_wb == SRL) ? 1'b1 : 
                                (opcode_wb == SEQ) ? 1'b1 : 
                                (opcode_wb == SLT) ? 1'b1 : 
                                (opcode_wb == SLE) ? 1'b1 : 
                                (opcode_wb == SCO) ? 1'b1 : 
                                (opcode_wb == LD) ? 1'b1 :
                                1'b0; 
assign hazardous_inst_sb =      (opcode_sb == ADDI) ? 1'b1 :
                                (opcode_sb == SUBI) ? 1'b1 : 
                                (opcode_sb == XORI) ? 1'b1 : 
                                (opcode_sb == ANDNI) ? 1'b1 : 
                                (opcode_sb == ROLI) ? 1'b1 : 
                                (opcode_sb == SLLI) ? 1'b1 : 
                                (opcode_sb == RORI) ? 1'b1 : 
                                (opcode_sb == SRLI) ? 1'b1 : 
                                (opcode_sb == ADD) ? 1'b1 : 
                                (opcode_sb == SUB) ? 1'b1 : 
                                (opcode_sb == XOR) ? 1'b1 : 
                                (opcode_sb == ANDN) ? 1'b1 : 
                                (opcode_sb == ROL) ? 1'b1 : 
                                (opcode_sb == SLL) ? 1'b1 : 
                                (opcode_sb == ROR) ? 1'b1 : 
                                (opcode_sb == SRL) ? 1'b1 : 
                                (opcode_sb == SEQ) ? 1'b1 : 
                                (opcode_sb == SLT) ? 1'b1 : 
                                (opcode_sb == SLE) ? 1'b1 : 
                                (opcode_sb == SCO) ? 1'b1 : 
                                (opcode_sb == LD) ? 1'b1 :
                                1'b0; 
assign hazard_A =   (hazard_on_rs_EM & ~instruct_dest_memory & hazardous_inst_memory) ? 3'b001 :
                    (hazard_on_rs_WB & ~instruct_dest_wb & hazardous_inst_wb) ? 3'b010 :
                    (hazard_on_rs_EM &  instruct_dest_memory & hazardous_inst_memory) ? 3'b011 :
                    (hazard_on_rs_WB &  instruct_dest_wb & hazardous_inst_wb) ? 3'b100 :
                    3'b000;
assign hazard_B =   (hazard_on_rt_EM & ~instruct_dest_memory & hazardous_inst_memory) ? 3'b001 :
                    (hazard_on_rt_WB & ~instruct_dest_wb & hazardous_inst_wb) ? 3'b010 :
                    (hazard_on_rt_EM &  instruct_dest_memory & hazardous_inst_memory) ? 3'b011 :
                    (hazard_on_rt_WB &  instruct_dest_wb & hazardous_inst_wb) ? 3'b100 :
                    3'b000;
assign hazard_on_rd_EM =    ((opcode == ST) & (reg_src_EM == execute_rd)) ? 1'b1 :
                            1'b0;
assign hazard_on_rd_wb =    ((opcode == ST) & (reg_src_WB == execute_rd)) ? 1'b1 :
                            1'b0;
assign hazard_on_rd_sb =    ((opcode == ST) & (rf_write_reg_wb_sb == execute_rd)) ? 1'b1 :
                            1'b0;
assign mem_en_forward = (opcode == ST) & (hazard_on_rd_sb | hazard_on_rd_wb | hazard_on_rd_EM);
assign mem_data_forward =   ((opcode == ST) & hazard_on_rd_EM & ~instruct_dest_memory & hazardous_inst_memory) ? 3'b001 :                
                            ((opcode == ST) & hazard_on_rd_EM &  instruct_dest_memory & hazardous_inst_memory) ? 3'b010 :
                            ((opcode == ST) & hazard_on_rd_wb & hazardous_inst_wb) ? 3'b011 :
                            ((opcode == ST) & hazard_on_rd_sb & hazardous_inst_sb) ? 3'b100 :
                            3'b000;  
endmodule
$ cat /design/flow/run.sh
#!/bin/bash
# OpenROAD 26Q1-2900-gdf79404cd8, Yosys 0.63+post, stock flow scripts
make -C /OpenROAD-flow-scripts/flow DESIGN_CONFIG=/design/flow/config.mk WORK_HOME=/design/flow/orfs finish
==> flow_summary.json <==
{
  "status": "finished clean",
  "nFlopsAndLatches": 0,
  "ir_drop_uv": 53.3,
  "remaining_drc_errors": 0,
  "final_layout_top_logic_cell": "clkdlybuf4s50_1",
  "dr.pass1.iters": 4,
  "leakagePower_uw": 0.000389,
  "seq_area_um2": 0,
  "ys_types": 34,
  "overflow": 0,
  "cts_resized": 0,
  "crit_type": "input port to primary output",
  "powerDensity_mw_per_mm2": 102,
  "drt-initial-drc-count": 21,
  "fp.dieH_um": 95,
  "wirelength_mm": 2.29,
  "hold_path.class": "input port to primary output",
  "antenna_found_initial": 0,
  "instances_no_fill": 199,
  "fin_crit_ps": 3070,
  "design_area_mm2": 0.00113,
  "synth_cells": 79,
  "die_area_mm2": 0.00903,
  "max_cap_viol_count": 0,
  "yosys-stat-area_um2": 538,
  "slew_viol_final": 0,
  "vias_per_cell": 3.63,
  "grtUsageTotal_pct": 4.84,
  "gp_congestion": 0.770,
  "yosys-stat-cells": 79,
  "yosysWarnings": 0,
  "final_cell_mix": "41 x clkdlybuf4s50_1, 11 x xnor2_1, 6 x nand2b_1, 6 x nor2_1",
  "postSynthAreaPerCell_um2": 6.81,
  "cts_hold_buf": 0,
  "grt_pass1_vias": 745,
  "cts_setup_buffers": 0,
  "hold_ws_ps": 2000,
  "rsz0062_at_grt": "no",
  "endpoint_kind": "primary output",
  "fp_util_pct": 9.83,
  "cp.required_ps": 2560,
  "hpwl_mm": 2.15,
  "drive_gt1_share_pct": 11.0,
  "ant_nets": 0,
  "core_area_mm2": 0.00547,
  "arrival_ps": 2430,
  "tool_warnings": 72,
  "die_w_um": 95,
  "dp_cells": 199,
  "cp_max_fo": 4,
  "n_antenna_cell": 0,
  "placed_area_mm2": 0.00110,
  "period_used_pct": 96.1,
  "grt_pass1_wl_mm": 3.55,
  "syn2layout_area_growth_pct": 110,
  "fin_setup_tns_ps": 0,
  "port-buffer-count": 45,
  "grt_max_degree": 7,
  "setup_violations": 0,
  "final.clkbuf_count": 0,
  "vias": 722,
  "fmax_mhz": 325,
  "syn_area_um2": 538,
  "std_cell_rows": 27,
  "final-hold-violation-count": 0,
  "wl_per_cell_um": 11.5,
  "io_pins": 86,
  "yosys.stat.seqShare_pct": 0,
  "cp-start-kind": "input port"
}
==> cells in the mapped netlist (2+ instances only) <==
master    instances  area share, %
nand2_1           4            2.8
nor2_1            6            4.2
a211oi_2          2            4.7
o21ai_0           4            3.7
xor2_1            3            4.9
xnor2_1          12             20
nand3_1           4            3.7
a21oi_1           3            2.8
a31oi_1           3            3.5
nor2b_1           4            4.7
nor3b_1           2            2.8
nand2b_1          6            7.0
o21ai_1           2            1.9
o211ai_1          3            4.2
nor3_1            2            1.9
==> worst paths after layout <==
kind                    from  cells after the start  slack, ps             endpoint
min   instruction_execute[5]                      6       2000  mem_data_forward[1]
max   instruction_memory[15]                      6        130  mem_data_forward[2]
==> area by class of cell <==
cell class | count | area [um^2]
fill | 621 | 4340
multi-input combinational | 77 | 547
timing repair buffer | 49 | 490
tap | 72 | 90.1
inverter | 1 | 3.75
==> per-stage QoR <==
step | utilization, % | worst slack [ps] | total power, uW
2_1_floorplan | - | 1140 | 46.3
3_3_place_gp | 20.1 | 29.6 | 113
3_5_place_dp | 20.1 | 26.2 | 114
4_1_cts | 20.1 | 26.0 | 114
5_1_grt | 20.7 | 3.68 | 126
6_report | 20.7 | 126 | 115
==> report_power, final <==
part           switching (uW)  leakage [uW]  total [uW]  internal (uW)
Combinational            44.6      0.000389         115           70.2
Clock                       0             0           0              0
Sequential                  0             0           0              0
==> worst max-delay path: stages <==
cell	delay [ps]
clkdlybuf4s50_1	450
nor2b_1	170
or2_2	310
a21oi_1	210
and4b_1	220
clkdlybuf4s50_1	420
==> routing by layer <==
metal  global-route usage [%]  routed length, um  vias to the layer above
met5                        0                  0                        -
met4                        0                  0                        0
met3                    0.962                137                        0
met2                     8.18               1070                       26
met1                     6.59               1080                      308
li1                         -                  -                      388
==> kinds of logic (layout without fill, tap and decap cells) <==
kind of cell | count (synthesis) | in the layout | synth area share [%]
buf+inv | 2 | 50 | 2.09
compound gates | 24 | 24 | 31.4
xor+xnor | 15 | 15 | 24.4
other cells | 1 | 1 | 0.697
simple gates | 37 | 37 | 41.4
No activity file was given, so power comes from the tool's default toggle rates.
